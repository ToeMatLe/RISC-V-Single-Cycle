--- config.mk ---
export PLATFORM = sky130hd
export DESIGN_NAME = ALU
export DESIGN_NICKNAME = ALU
export VERILOG_FILES = /design/flow/design.v
export SDC_FILE = /design/flow/constraint.sdc
export NUM_CORES = 4
export LEC_CHECK = 1
export CORE_UTILIZATION = 40
--- design.v ---
`timescale 1ns / 1ps
typedef enum logic [3:0] {
    ADD = 4'h0,  
    SUB = 4'h1,  
    XOR = 4'h2,  
    OR = 4'h3,  
    AND = 4'h4,  
    SLL = 4'h5,
    SRL = 4'h6,
    SRA = 4'h7,
    SLT = 4'h8,
    SLTU = 4'h9
} aluOperations;
typedef enum logic [6:0] {
    R = 7'b0110011,  
    I = 7'b0010011,  
    STORE = 7'b0100011,  
    LOAD = 7'b0000011,  
    BRANCH = 7'b1100011,  
    LUI = 7'b0110111,  
    AUIPC = 7'b0010111,  
    JAL = 7'b1101111,  
    JALR = 7'b1100111  
} opcodes;
typedef enum logic [2:0] {
    BEQ = 3'b000,  
    BNE = 3'b001,  
    BLT = 3'b100,  
    BGE = 3'b101,  
    BLTU = 3'b110,  
    BGEU = 3'b111  
} branchTypes;
module ALU ( 
    input aluOperations operation,
    input logic [31:0] data1,
    input logic [31:0] data2,
    output logic [31:0] outputData
);
always_comb begin
    case (operation)
        ADD: begin
            outputData = data1 + data2;
        end
        SUB: begin 
            outputData = data1 - data2;
        end
        XOR: begin 
            outputData = data1 ^ data2;
        end
        OR: begin 
            outputData = data1 | data2;
        end
        AND: begin 
            outputData = data1 & data2;
        end
        SLL: begin 
            outputData = data1 << data2;
        end
        SRL: begin 
            outputData = data1 >> data2;
        end
        SRA: begin 
            outputData = $signed(data1) >>> data2; 
        end
        SLT: begin 
            outputData = $signed(data1) < $signed(data2) ? 32'b1 : 32'b0;
        end
        SLTU: begin 
            outputData = (data1 < data2) ? 32'b1 : 32'b0;
        end
        default: outputData = 32'b0; 
    endcase
end
endmodule
--- run.sh ---
#!/bin/bash
# OpenROAD 26Q1-2900-gdf79404cd8, Yosys 0.63+post, stock flow scripts
make -C /OpenROAD-flow-scripts/flow DESIGN_CONFIG=/design/flow/config.mk WORK_HOME=/design/flow/orfs finish
--- constraint.sdc ---
current_design ALU

set clk_period 20.2
set clk_io_pct 0.2

create_clock -name clk0 -period $clk_period

set non_clock_inputs [all_inputs -no_clocks]
set_input_delay [expr $clk_period * $clk_io_pct] -clock clk0 $non_clock_inputs
set_output_delay [expr $clk_period * $clk_io_pct] -clock clk0 [all_outputs]
==> impl_metrics.csv <==
group,metric,value,unit
final_layout,regArea,0,sq um
global_routing,grtUsageMet1,54.9,%
place,place_hpwl,40600,um
detailed_routing,wl,53100,um
place,placed_cells,1781,
die,dieArea,24300,sq um
sta,slew_violations,0,
place,placement.io_buffers,100,
setup_path,setup.worst_path.start_class,"input port",
die,rows,55,
final_layout,clkbuf_count,0,
yosys,compound_area_share,40.4,%
hold_path,hp-class,"input port to output pin",
sta,setup_violations,0,
place,dp_slack,7860,ps
run_status,status,"finished clean",
final_layout,drive_gt1_share,8.24,%
yosys,syn_area,9470,sq um
setup_path,cp_max_fo,58,
setup_path,critPathKind,"input port to output pin",
final_layout,areaGrowthSynthToFinish,11.9,%
die,io_pins,100,
die,core,22900,sq um
setup_path,cp.arrival,8450,ps
sta,hold_viol_final,0,
power,pwr-share-comb,100.0,%
sta,rsz0062_at_grt,"false",
yosys,simple_gate_share,23.2,%
die,die-width,156,um
global_routing,top_usage_layer,"met2",
yosys,top_logic_kind,"AND-OR/OR-AND gates",
sta,fin_tns_setup,0,ps
power,ir_drop,19.8,uV
yosys,synth_cell_type_count,87,
final_layout,lay_top_count,"nor2_1",
yosys,synth.avg_cell_area,6.54,sq um
run,drv_cap,0,
global_routing,grt_max_degree,66,
sta,finalClockPeriodUsage,61.8,%
sta,tightestPinTransition,960,ps
final_layout,seq_cells,0,
place,routabilityCongestion,1.14,
power,p_seq_share,0,%
sta,fmax,80.1,MHz
detailed_routing,dr.pass1.iters,6,
yosys,yosys_area,9470,sq um
power,p_per_area,26.0,nW/um^2
sta,min_period,12490,ps
yosys,ys_cells,1448,
sta,relSlewSlack,35.7,%
global_routing,antenna_found_initial,2,
sta,setup_ws,7710,ps
place,place_area,10600,sq um
global_routing,use_met3,12.8,%
detailed_routing,drc,0,
detailed_routing,wire_per_inst,29.8,um
global_routing,overflow,0,
detailed_routing,vias,12300,
power,p_clk_share,0,%
run,warning_count,97,
yosys,postSynthCellCount,1448,
yosys,ys_sh_adder,13.2,%
yosys,ys_warn_count,1,
global_routing,grt_pass1_wl,77900,um
setup_path,required,16160,ps
final_layout,mostFrequentLayoutCells,"nor2_1, a21oi_1, nand2_1",
die,fp_util,41.3,%
yosys,ys_seq_share,0,%
yosys,ys_sh_xor,0.648,%
power,p_switching,172,uW
power,internal_power,103,uW
clocking,cts_setup_buffers,0,
clocking,ctsHoldBuffers,0,
detailed_routing,drtAntennaViolNets,0,
final_layout,fill_cells,2454,
detailed_routing,drtIter0Drc,1555,
setup_path,crit_path_end_kind,"output pin",
die,fp.dieH,156,um
clocking,ctsResizeCount,0,
detailed_routing,via_per_inst,6.92,
power,sw_frac_of_total,62.4,%
global_routing,grt_pass1_vias,11800,
power,power,275,uW
final_layout,final_area,10600,sq um
final_layout,final_cell_count_no_fill,1782,
global_routing,grtUsageMet2,68.3,%
global_routing,gr-usage-all-layers,44.4,%
power,p_leak,4.28,nW
yosys,ys_sh_mux,13.1,%
-- Yosys cell counts (15+ instances only) --
cell | instances | area (sq um)
a211oi_1 | 42 | 315
nand3_1 | 30 | 150
a31oi_1 | 15 | 93.8
o211ai_1 | 21 | 158
buf_2 | 32 | 160
nor4_1 | 19 | 119
o21ai_0 | 100 | 500
clkbuf_1 | 58 | 218
mux2i_1 | 57 | 571
a221oi_1 | 26 | 228
mux4_2 | 24 | 541
nor3_1 | 47 | 235
ha_1 | 97 | 1210
a21o_1 | 19 | 143
nor2_1 | 169 | 634
o221ai_1 | 18 | 158
a21oi_1 | 144 | 721
o21bai_1 | 17 | 128
inv_1 | 84 | 315
nand2b_1 | 16 | 100
o21ai_1 | 21 | 105
a22oi_1 | 15 | 113
nand2_1 | 132 | 495
-- final timing paths --
check                 startpoint              to  slack (ps)  depth (start not counted)
worst max-delay path    data2[0]  outputData[30]        7710                         15
worst min-delay path    data2[4]   outputData[3]        9470                          5
-- critical path, cell delays in order --
cell	delay, ps
buf_4	580
ha_1	390
inv_1	80
fa_1	400
nand2b_1	190
a21oi_1	320
a21oi_1	160
o2bb2ai_1	230
a21oi_1	430
o2111ai_1	260
a21oi_1	280
a21oi_1	170
nor3b_1	170
o31ai_1	230
clkdlybuf4s50_1	500
-- final cells by class --
type	count	area [sq um]	share of cell area, %
Inverter	92	345	3.26
Timing Repair Buffer	137	1260	11.9
Antenna cell	1	2.50	0.0236
Multi-Input combinational cell	1239	8590	81.1
Tap cell	313	392	3.70
-- stage by stage --
stage / hold slack [ps] / util [%]
4_1_cts: 9430 / 46.2
3_3_place_gp: 9430 / 46.2
3_5_place_dp: 9420 / 46.2
6_report: 9470 / 46.2
5_1_grt: 9520 / 46.2
2_1_floorplan: 8330 / -
-- per-layer routing --
layer,vias to the layer above,part of all wire (%)
met5,-,0
met4,0,7.6
met3,229,11
met2,925,43
met1,5699,38
li1,5482,-
-- cell families (layout without fill, tap and decap cells) --
logic type,Yosys count,after routing
XOR/XNOR,7,7
buffers and inverters,209,229
AND/OR/NAND/NOR,478,478
adder cells (fa/ha/maj),99,99
other,0,1
AND-OR/OR-AND,563,563
multiplexers,92,92
-- power groups by stage --
stage                 registers, mW  logic, mW  clock network [mW]
after CTS                         0      0.266                   0
final                             0      0.275    0.00000000000327
after global routing              0      0.293                   0
Power is estimated from default activity; no workload was simulated.
